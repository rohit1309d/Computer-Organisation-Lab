==> flow/design.v <==
module alu_16bit(a,b,cin,m,s,cout,o, p, g);
    input [15:0] a;
    input [15:0] b;
    input [3:0] s;
    input cin,m;
    output [15:0] o;
    output cout, p, g;
    wire c1,c2,c3;
  wire[3:0] pp, gg;
  alu_4bit a1(a[3:0],b[3:0],cin,m,s,c1,o[3:0], pp[0], gg[0]);
  alu_4bit a2(a[7:4],b[7:4],c1,m,s,c2,o[7:4], pp[1], gg[1]);
  alu_4bit a3(a[11:8],b[11:8],c2,m,s,c3,o[11:8], pp[2], gg[2]);
  alu_4bit a4(a[15:12],b[15:12],c3,m,s,cout,o[15:12], pp[3],gg[3]);
  assign p = pp[0]&pp[1]&pp[2]&pp[3];
  assign g = gg[3]|(pp[3]&gg[2])|(pp[3]&pp[2]&gg[1])|(pp[3]&pp[2]&pp[1]&gg[0]);	
endmodule
`timescale 1ns / 1ps
module carry_lookahead_adder(input[3:0] x, input[3:0] y, input cin, output[3:0] sum, output cout, output p, output g);  
    wire p0, p1, p2, p3, g0, g1, g2, g3, c1, c2, c3;
    assign g0 = x[0]&y[0], g1 = x[1]&y[1], g2 = x[2]&y[2], g3 = x[3]&y[3];
    assign p0 = x[0]^y[0], p1 = x[1]^y[1], p2 = x[2]^y[2], p3 = x[3]^y[3];
    assign sum[0] = p0^cin;
    assign c1 = g0|(p0&cin);
    assign sum[1] = p1^c1;
    assign c2 = g1|(p1&g0)|(p1&p0&cin);
    assign sum[2] = p2^c2;
    assign c3 = g2|(p2&g1)|(p2&p1&g0)|(p2&p1&p0&cin);
    assign sum[3] = p3^c3;
    assign cout = g3|(p3&g2)|(p3&p2&g1)|(p3&p2&p1&g0)|(p3&p2&p1&p0&cin);
  assign p = p0&p1&p2&p3;
  assign g = g3|(p3&g2)|(p3&p2&g1)|(p3&p2&p1&g0);
endmodule
module alu_4bit(a,b,cin,m,s,cout,o, p, g);
    input [3:0] a;
    input [3:0] b;
    input [3:0] s;
    input m, cin;
    output cout;
    output [3:0] o;
  	output p, g;
    wire [3:0] o2;
    reg [3:0] o1;
    reg [3:0] A,B;
    integer i;
    reg cout1;
    wire cout2, pp, gg;
    assign o  = m == 1'b0 ? o2 : o1;
    assign cout = m == 1'b0 ? ~cout2 : cout1;
  	assign p = m == 1'b0 ? pp : 1'b0;
  	assign g = m == 1'b0 ? gg : 1'b0;
    always @(a,b,s,m)
        begin
            if(m)
              begin
                  for(i=0;i<4;i=i+1)
                    begin
                      o1[i]=(!a[i])&b[i]&(!s[0]) | (!a[i])&(!b[i])&(!s[1]) | (a[i])&(!b[i])&(s[2]) | (a[i])&(b[i])&(s[3]);
                      cout1 = 1'b0;
                    end
              end
            else
               begin
                case(s)
                    4'b0000:begin
                        A=a;
                        B=4'b0000;
                      end
                    4'b0001:begin
                        A=a|b;
                        B=4'b0000;
                      end
                    4'b0010:begin
                        A=a|(~b);
                        B=4'b0000;
                      end
                    4'b0011:begin
                        A=4'b1111;
                        B=4'b0000;
                      end
                    4'b0100:begin
                        A=a&(~b);
                        B=a;
                      end
                    4'b0101:begin
                        A=a|b;
                        B=a&(~b);
                      end
                    4'b0110:begin
                        A=a;
                        B=(~b);
                      end
                    4'b0111:begin
                        A=a&(~b);
                        B=4'b1111;
                      end
                    4'b1000:begin
                        A=a;
                        B=a&b;
                      end
                    4'b1001:begin
                        A=a;
                        B=b;
                      end
                    4'b1010:begin
                        A=a|(~b);
                        B=a&b;
                      end
                    4'b1011:begin
                        A=a&b;
                        B=4'b1111;
                      end
                    4'b1100:begin
                        A=a;
                        B=a;
                      end
                    4'b1101:begin
                        A=a|b;
                        B=a;
                      end
                    4'b1110:begin
                        A=a|(~b);
                        B=a;
                      end
                    4'b1111:begin
                        A=a;
                        B=4'b1111;
                      end
                endcase
               end
        end
    carry_lookahead_adder cla1(A,B,~cin,o2,cout2, pp, gg);
endmodule
==> flow/run.sh <==
#!/bin/bash
# OpenROAD 26Q1-2900-gdf79404cd8, Yosys 0.63+post, stock flow scripts
make -C /OpenROAD-flow-scripts/flow DESIGN_CONFIG=/design/flow/config.mk WORK_HOME=/design/flow/orfs finish
==> flow/config.mk <==
export PLATFORM = sky130hd
export DESIGN_NAME = alu_16bit
export DESIGN_NICKNAME = alu_16bit
export VERILOG_FILES = /design/flow/design.v
export SDC_FILE = /design/flow/constraint.sdc
export NUM_CORES = 4
export LEC_CHECK = 1
export CORE_UTILIZATION = 50
==> flow/constraint.sdc <==
current_design alu_16bit

set clk_period 4.9
set clk_io_pct 0.2

create_clock -name clk0 -period $clk_period

set non_clock_inputs [all_inputs -no_clocks]
set_input_delay [expr $clk_period * $clk_io_pct] -clock clk0 $non_clock_inputs
set_output_delay [expr $clk_period * $clk_io_pct] -clock clk0 [all_outputs]
==> impl_metrics.sql <==
-- flow metrics import
INSERT INTO impl_metrics (metric_group, metric, value, unit) VALUES
('min_path', 'hold_path.class', 'in -> out', ''),
('placed_design', 'post_placement_setup_slack', '0.168', 'ns'),
('global_routing', 'groute.usage.overall', '27.4', '%'),
('global_routing', 'grt_antenna_before_repair', '0', ''),
('sta', 'achievable-frequency', '212', 'MHz'),
('sta', 'number_of_unconstrained_endpoints', '48', ''),
('logic_synthesis', 'ff_type', 'sky130_fd_sc_hd__dlxtn_1', ''),
('die', 'die-height', '85.9', 'um'),
('logic_synthesis', 'ys_cells', '490', ''),
('logic_synthesis', 'synth-async-reset-ratio', '0', '%'),
('die', 'io_pins', '57', ''),
('setup_path', 'critPathArrivalTime', '3.74', 'ns'),
('sta', 'relative_slew_slack', '43.0', '%'),
('sta', 'rsz_0062_raised_after_global_routing', 'no', ''),
('run', 'drv.max_cap_violation_count', '0', ''),
('die', 'initial_utilization', '51.9', '%'),
('sta', 'timing.final.hold_violations', '0', ''),
('logic_synthesis', 'ys_area', '0.00352', 'mm^2'),
('sta', 'finalWorstSetupSlack', '0.178', 'ns'),
('setup_path', 'startpoint_type', 'primary input', ''),
('die', 'rows', '30', ''),
('sta', 'fin_tns_setup', '0', 'ns'),
('cells_and_area', 'final_area', '0.00409', 'mm^2'),
('power_and_ir_drop', 'worst_ir_drop_on_vdd', '0.0637', 'mV'),
('cells_and_area', 'area_delta_synth_final', '16.0', '%'),
('clock_network', 'postCtsSetupBuffers', '0', ''),
('routing', 'vias_per_cell', '6.01', ''),
('die', 'core_region_area', '0.00679', 'mm^2'),
('logic_synthesis', 'synth_flops', '48', ''),
('logic_synthesis', 'synth_cells', '490', ''),
('sta', 'finalWorstPathRequiredPeriod', '4.72', 'ns'),
('global_routing', 'overall_overflow_remaining_after_global_route', '0', ''),
('min_path', 'whs_path_depth', '5', ''),
('setup_path', 'timing.critical_path.required', '3.92', 'ns'),
('setup_path', 'critPathCaptureType', 'primary output', ''),
('routing', 'drt-initial-drc-count', '205', ''),
('die', 'dieArea', '0.00739', 'mm^2'),
('sta', 'transition_time_at_the_pin_with_the_least_slew_margin', '0.852', 'ns'),
('clock_network', 'cts-hold-fix-buffers', '0', ''),
('clock_network', 'post_cts_resized', '0', ''),
('die', 'die_w', '85.9', 'um'),
('placed_design', 'postPlaceCellArea', '0.00409', 'mm^2'),
('run', 'warning_count', '33', ''),
('cells_and_area', 'share_of_layout_cells_above_drive_strength_1', '7.44', '%'),
('logic_synthesis', 'avgSynthCellArea', '7.19', 'um^2'),
('logic_synthesis', 'mappedNetlistArea', '0.00352', 'mm^2'),
('setup_path', 'critical_path.max_fanout', '6', ''),
('placed_design', 'hpwlAfterDp', '6.63', 'mm'),
('logic_synthesis', 'yosysUniqueCellTypes', '55', ''),
('routing', 'detail_route.wirelength', '9.60', 'mm'),
('routing', 'detail_route.first_pass.iterations', '5', ''),
('global_routing', 'grt_start_max_net_pins', '77', ''),
('power_and_ir_drop', 'post-layout-total-power', '433', 'uW'),
('routing', 'routed_wire_length_per_instance', '15.8', 'um'),
('sta', 'final-setup-viol-count', '0', ''),
('global_routing', 'grt_pass1_wl', '15.5', 'mm'),
('power_and_ir_drop', 'static-leakage-power', '0.00163', 'uW'),
('routing', 'routed-via-count', '3648', ''),
('placed_design', 'place.port_buffers', '57', ''),
('global_routing', 'vias_in_the_first_global_route', '3034', ''),
('sta', 'finalClockPeriodUsage', '96.4', '%'),
('sta', 'unclocked_pins', '48', ''),
('min_path', 'min_to', 'o[10]', ''),
('routing', 'drt_drc_violations_left', '0', ''),
('placed_design', 'gp_weighted_congestion', '0.884', ''),
('setup_path', 'setup.worst_path.class', 'in -> out', ''),
('sta', 'final_max_slew_viol_count', '0', ''),
('power_and_ir_drop', 'power_density', '106', 'mW/mm^2'),
('min_path', 'hold_path_startpoint', 'm', ''),
('logic_synthesis', 'edf_count', '0', ''),
('routing', 'antenna_cells', '0', ''),
('logic_synthesis', 'synth_warn', '1', ''),
('routing', 'drtAntennaViolNets', '0', ''),
('outcome', 'status', 'complete, no violations', '');
## state kept, by name (all words and copies together) (netlist names)
| name | count |
|---|---|
| a1.A | 4 |
| a2.o1 | 4 |
| a1.o1 | 4 |
| a2.A | 4 |
| a4.o1 | 4 |
| a3.o1 | 4 |
| a3.A | 4 |
| a4.A | 4 |
| a3.B | 4 |
| a4.B | 4 |
| a2.B | 4 |
| a1.B | 4 |
## layout by cell type (no fill, tap or decap), types with 4 or more instances in the layout
cell,n
sky130_fd_sc_hd__o22ai_1,11
sky130_fd_sc_hd__nand3_1,5
sky130_fd_sc_hd__clkdlybuf4s50_1,56
sky130_fd_sc_hd__nand2_1,48
sky130_fd_sc_hd__xnor2_1,5
sky130_fd_sc_hd__ha_1,16
sky130_fd_sc_hd__inv_1,13
sky130_fd_sc_hd__o221ai_1,7
sky130_fd_sc_hd__a211oi_1,16
sky130_fd_sc_hd__nor2_1,69
sky130_fd_sc_hd__mux2_2,4
sky130_fd_sc_hd__dlxtn_1,32
sky130_fd_sc_hd__mux4_2,16
sky130_fd_sc_hd__o21ai_1,4
sky130_fd_sc_hd__a21o_1,8
sky130_fd_sc_hd__buf_4,6
sky130_fd_sc_hd__o21ai_0,42
sky130_fd_sc_hd__a22oi_1,9
sky130_fd_sc_hd__dlxtp_1,16
sky130_fd_sc_hd__fa_1,4
sky130_fd_sc_hd__a21oi_1,72
## metal layers
| layer | vias to the layer above | track usage, % | wire length [um] |
|---|---|---|---|
| li1 | 1835 | - | - |
| met1 | 1645 | 50.4 | 4790 |
| met2 | 164 | 36.1 | 3920 |
| met3 | 4 | 3.03 | 809 |
| met4 | 0 | 2.58 | 78 |
| met5 | - | 0 | 0 |
## layout make-up
cell class              instances  area, um^2
fillers                       637        2710
inverters                      14        52.6
multi-input cells             386        2580
flip-flops and latches         48         721
well taps                      96         120
repair buffers                 63         611
## worst max-delay path, cell delays in order
cell	delay, ns
sky130_fd_sc_hd__clkdlybuf4s50_1	0.52
sky130_fd_sc_hd__nor2b_4	0.05
sky130_fd_sc_hd__o31a_4	0.31
sky130_fd_sc_hd__o31a_2	0.34
sky130_fd_sc_hd__or3_1	0.35
sky130_fd_sc_hd__fa_1	0.44
sky130_fd_sc_hd__xnor2_1	0.13
sky130_fd_sc_hd__o21ai_0	0.14
sky130_fd_sc_hd__clkdlybuf4s50_1	0.48
## worst max-delay path by stage
| stage | from | endpoint | slack, ns | cells past startpoint |
|---|---|---|---|---|
| finish | cin | o[9] | 0.18 | 9 |
| global route | cin | o[9] | 0.07 | 9 |
| CTS | cin | o[9] | 0.16 | 9 |
## cells by family after synthesis
logic type,after synthesis,synth area share [%]
AOI/OAI and AO/OA,194,34.3
xor gates and xnor gates,6,1.49
adders and majority gates,20,7.95
and+or+nand+nor,144,17.4
muxes,22,12.1
latches,48,20.5
buffers and inverters,56,6.25
## cell usage after synthesis (all sizes together) (13+ instances only)
cell type	count	area [um^2]
o21ai	46	230
nor2	70	265
dlxtp	16	240
clkbuf	28	105
mux4	16	360
buf	14	62.6
ha	16	200
inv	13	48.8
a21oi	72	360
dlxtn	32	480
a211oi	16	120
nand2	48	180
## power by group
| part | switching [uW] | internal, uW | leakage, uW |
|---|---|---|---|
| Combinational | 195 | 184 | 0.00125 |
| Clock | 0 | 0 | 0 |
| Sequential | 9.68 | 44.1 | 0.000387 |
| Total | 205 | 228 | 0.00163 |
## metrics by stage
step	utilization, %	hold slack [ns]	instances
after global routing	60.1	2.78	607
after detailed placement	60.1	2.73	607
after global placement	60.1	2.73	607
after CTS	60.1	2.73	607
final	60.1	2.73	607
after floorplan	-	2.14	490
Power is estimated from default activity; no workload was simulated.
