--- config.mk ---
export PLATFORM = sky130hd
export DESIGN_NAME = unsigned_seq_mult_RS
export DESIGN_NICKNAME = unsigned_seq_mult_RS
export VERILOG_FILES = /design/flow/design.v
export SDC_FILE = /design/flow/constraint.sdc
export NUM_CORES = 4
export LEC_CHECK = 1
export CORE_AREA = 10 10 108 108
export DIE_AREA = 0 0 118 118
--- design.v ---
`timescale 1ns / 1ps
module unsigned_seq_mult_RS(input clock, input reset, input load, input [5:0] a, input [5:0] b, output reg [11:0] out);
    reg [2:0] c;
    reg [12:0] rshift;
    reg [11:0] y;
    always @(posedge clock or posedge reset)
    begin
        if(reset==1)
        begin
            y=b<<6;  
            rshift = 0;
            out = 0;
            c=0;
        end
        else
        if(load)
        begin
             begin
                if(c!=6)
                begin
                    if(a[c])
                        rshift = out + y;
                    else
                        rshift = out;
                    out = rshift >> 1;
                    c = c+1;
                end
            end
        end
    end
endmodule
--- constraint.sdc ---
current_design unsigned_seq_mult_RS

set clk_period 2.8
set clk_io_pct 0.2

create_clock -name clk0 -period $clk_period [get_ports {clock}]

set non_clock_inputs [all_inputs -no_clocks]
set_input_delay [expr $clk_period * $clk_io_pct] -clock clk0 $non_clock_inputs
set_output_delay [expr $clk_period * $clk_io_pct] -clock clk0 [all_outputs]
--- run.sh ---
#!/bin/bash
# OpenROAD 26Q1-2900-gdf79404cd8, Yosys 0.63+post, stock flow scripts
make -C /OpenROAD-flow-scripts/flow DESIGN_CONFIG=/design/flow/config.mk WORK_HOME=/design/flow/orfs finish
==> notes.md <==
STA
• Layout Skew: 0.0003254 ns
• Final Max-Slew Violation Tally: 0
• shortest clock period the worst path allows after layout: 1.894 ns
• highest attainable clock frequency: 527.9 MHz
• Max-slew headroom: 58.73%
• final setup fails: 0
• period utilisation layout: 67.66%
• transition time of the tightest slew-check pin: 0.6191 ns
• register pins left without a clock: 6
• setup repair after global routing missed its margin: false
• count of endpoints without a timing constraint: 6
• Final Hold Viols: 0
• total negative setup slack: 0 ns

Clock tree
• CTS root buf: sky130_fd_sc_hd__clkbuf_8
• Insertion Delay late pin: 0.24 ns
• Hold Buf Count CTS: 0
• CTS tree: yes
• H-tree depth: 1
• number of buffers between clock root and the deepest sink: 2
• cell resize tally after clock tree synthesis: 0
• number of buffers inserted to repair setup after CTS: 0
• number of buffers created by CTS: 3
• clock-pin slew on the worst setup and hold paths: 0.06 ns

Routing
• vias: 862
• remaining antenna violation count: 0
• wire length per cell after detailed routing: 10.27 µm
• via/cell ratio: 3.265
• drt first-iter violations: 25
• detailed-route wire length: 2710 µm
• number of remaining DRC errors: 0
• detailed-routing iteration count for the pre-antenna-repair pass: 4
• ANT cells: 0

Setup path
• kind of launch point of the worst setup path: flip-flop
• worst setup path category: reg -> reg
• Setup crit end kind: flip-flop
• Required @ worst endpoint: 2.92 ns
• highest fanout seen on the critical path: 5
• Worst EP arrival: 2.01 ns

Yosys
• Avg Cell Area, Syn: 9.511 µm²
• Flops after synth: 21
• number of different library cells in the post-synthesis netlist: 31
• top cells by instance count after synthesis: sky130_fd_sc_hd__nand2_1, sky130_fd_sc_hd__dfrtp_1, sky130_fd_sc_hd__ha_1, sky130_fd_sc_hd__dlxtp_1, sky130_fd_sc_hd__nor2_1
• proportion of synthesized flip-flops having asynchronous set or reset: 71.43%
• share of the synthesized area in the top cell type: 36.54%
• most frequent cell after synthesis: sky130_fd_sc_hd__nand2_1
• post-synth top area cell: sky130_fd_sc_hd__dfrtp_1
• combined area of all synthesized cells: 0.001027 mm²
• post-synth tally of flip-flops with integrated enable: 0
• number of cells in the yosys synthesis report: 108
• synth top area cells: sky130_fd_sc_hd__dfrtp_1, sky130_fd_sc_hd__nand2_1, sky130_fd_sc_hd__ha_1, sky130_fd_sc_hd__dlxtp_1, sky130_fd_sc_hd__xnor2_1
• Yosys warning count: 2
• synthesis area per yosys: 0.001027 mm²
• most common flop cell mapped by yosys: sky130_fd_sc_hd__dfrtp_1
• instance count of the mapped netlist: 108

Global routing
• vias in the first global route: 852
• pin count of the biggest net entering global routing: 18
• number of antenna violations at the first check in global routing: 0
• Overflow after GRT: 0
• wire length of the first global-routing pass: 4464 µm
• All-Layer GR Usage: 3.919%

Floorplanning
• Core Area: 0.009284 mm²
• I/O pin total: 27
• width of the chip: 118 µm
• Die ar.: 0.01392 mm²
• die height: 118 µm
• floorplan utilization: 11.06%
• standard-cell rows: 35

Pwr
• maximum vdd ir drop: 0.1868 mV
• Leakage: 0.0006145 µW
• power per cell area: 894.2 mW/mm²

Run status
• result of the run: finished clean

Finish
• Core Util, Final: 15.96%
• area added between synthesis and finish: 44.21%
• filler cell count in the final layout: 1053
• fraction of layout instances using a drive strength above 1: 5.926%

Worst hold path
• worst hold path type: reg -> reg

Flow run
• number of warnings in the stage logs: 26
• number of maximum-capacitance violations: 0

Place
• routability-driven placement congestion ratio: 0.7557
• buffers added on ports: 26
• HPWL Detailed: 2194 µm

==> layout make-up <==
type	count	area, µm²	share of cell area, %
repair buffers	26	260.3	17.57
multi-input cells	81	538.0	36.32
flip-flops and latches	21	465.4	31.42
well taps	129	161.4	10.90
clock buffers	4	45.04	3.041
inverters	3	11.26	0.7601
==> placed cells by master, fill, tap and decap left out, types with 2 or more instances in the layout <==
| master | count |
|---|---|
| sky130_fd_sc_hd__clkbuf_8 | 3 |
| sky130_fd_sc_hd__clkdlybuf4s50_1 | 26 |
| sky130_fd_sc_hd__a21oi_1 | 5 |
| sky130_fd_sc_hd__o21ai_0 | 3 |
| sky130_fd_sc_hd__nand2_1 | 29 |
| sky130_fd_sc_hd__a211oi_1 | 2 |
| sky130_fd_sc_hd__ha_1 | 8 |
| sky130_fd_sc_hd__o211ai_1 | 2 |
| sky130_fd_sc_hd__xnor2_1 | 3 |
| sky130_fd_sc_hd__dlxtp_1 | 6 |
| sky130_fd_sc_hd__nand3_1 | 4 |
| sky130_fd_sc_hd__inv_1 | 3 |
| sky130_fd_sc_hd__a31oi_1 | 3 |
| sky130_fd_sc_hd__dfrtp_1 | 15 |
| sky130_fd_sc_hd__nor2_1 | 6 |
==> through the flow <==
stage / cells / cell area (µm²) / setup WS [ns] / hold slack (ns) / power (µW)
after floorplan: 108 / 1027 / 1.103 / 0.4213 / 854.7
after global placement: 260 / 1436 / 0.6939 / 0.4665 / 1164
after detailed placement: 260 / 1436 / 0.7031 / 0.4787 / 1170
after CTS: 264 / 1481 / 0.9021 / 0.4966 / 1356
after global routing: 264 / 1481 / 0.6852 / 0.5351 / 1460
final: 264 / 1481 / 0.9056 / 0.4908 / 1325
==> final timing paths <==
path / cells past startpoint / end / slack, ns / startpoint
hold reg to reg: 2 / out[0]$_DFFE_PP0P_ / 0.49 / out[0]$_DFFE_PP0P_
setup / recovery: 5 / out[10]$_DFFE_PP0P_ / 0.91 / out[7]$_DFFE_PP0P_
max in group asynchronous: 2 / out[3]$_DFFE_PP0P_ / 1.48 / reset
setup reg to reg: 5 / out[10]$_DFFE_PP0P_ / 0.91 / out[7]$_DFFE_PP0P_
min in group asynchronous: 2 / out[11]$_DFFE_PP0P_ / 0.92 / reset
hold / removal: 2 / out[0]$_DFFE_PP0P_ / 0.49 / out[0]$_DFFE_PP0P_
==> report_power, final <==
group	leakage [µW]	switching, µW	internal (µW)
clock network	0.0000228	73.3	101
registers	0.000230	118	332
logic	0.000361	312	389
==> worst max-delay path, cell delays in order, from the launching register on <==
cell and delay, ns:
sky130_fd_sc_hd__dfrtp_1 0.44, sky130_fd_sc_hd__ha_1 0.29, sky130_fd_sc_hd__a211oi_1 0.48, sky130_fd_sc_hd__nor4b_1 0.11, sky130_fd_sc_hd__o41ai_1 0.35, sky130_fd_sc_hd__a21oi_1 0.10
==> state kept, by name (all words and copies together) (netlist names) <==
| name | count |
|---|---|
| c | 3 |
| y | 6 |
| out | 12 |
==> logic make-up (layout without fill, tap and decap cells) <==
group | Yosys count | count (layout) | synth area share [%]
buffers and inverters | 6 | 33 | 2.314
multiplexers | 2 | 2 | 3.288
flip-flops | 15 | 15 | 36.54
XOR/XNOR | 3 | 3 | 2.558
AND-OR/OR-AND | 22 | 22 | 15.83
latches | 6 | 6 | 8.770
AND/OR/NAND/NOR | 45 | 45 | 19.00
adder cells (fa/ha/maj) | 9 | 9 | 11.69
==> routing by layer <==
layer	routed length, µm	vias to the layer above	GRT usage, %
met1	1318	408	5.437
li1	-	433	-
met4	0	0	0.07728
met2	1195	21	5.839
met3	196	0	1.702
met5	0	-	0
No activity file was given, so power comes from the tool's default toggle rates.
