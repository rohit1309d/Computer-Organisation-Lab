`/design/flow/design.v`:
```
`timescale 1ns / 1ps
module array_multiplier(
    input [5:0] a,
    input [5:0] b,
    output reg [11:0] m
    );
	integer i;
	integer j;
	integer index;
	reg temp, temp_o, c_o;
	always @(*) begin
		m = 0;
		for(i=0;i<=5;i=i+1)
			begin
				c_o = 0;
				for(j=0;j<=5;j=j+1)
					begin
						temp = a[i]&b[j];
						index = (i+j);
						{c_o, temp_o} = m[index]+temp+c_o;
						m[index] = temp_o;
					end
				index = i+j;
				m[index] = c_o;
			end
		end
endmodule
```
`/design/flow/run.sh`:
```
#!/bin/bash
# OpenROAD 26Q1-2900-gdf79404cd8, Yosys 0.63+post, stock flow scripts
make -C /OpenROAD-flow-scripts/flow DESIGN_CONFIG=/design/flow/config.mk WORK_HOME=/design/flow/orfs finish
```
`/design/flow/config.mk`:
```
export PLATFORM = sky130hd
export DESIGN_NAME = array_multiplier
export DESIGN_NICKNAME = array_multiplier
export VERILOG_FILES = /design/flow/design.v
export SDC_FILE = /design/flow/constraint.sdc
export NUM_CORES = 4
export LEC_CHECK = 1
export CORE_AREA = 10 10 110 110
export DIE_AREA = 0 0 120 120
```
`/design/flow/constraint.sdc`:
```
current_design array_multiplier

set clk_period 12.2
set clk_io_pct 0.2

create_clock -name clk0 -period $clk_period

set non_clock_inputs [all_inputs -no_clocks]
set_input_delay [expr $clk_period * $clk_io_pct] -clock clk0 $non_clock_inputs
set_output_delay [expr $clk_period * $clk_io_pct] -clock clk0 [all_outputs]
```
==> out/results.ini <==
[placement]
portBuffers = 24
routabilityCongestion = 0.7393
dpl.hpwl_mm = 1.960
pre_cts_slack_ns = -0.1313

[critical_path]
critPathBufInv = 6
start_kind = input port
cp.depth = 21
worstSetupPathType = in2out
cpMostUsedCell = fa_2
critical-path-max-stage-delay_ns = 0.57
cp-end-kind = primary output
crit_start = b[1]
required_ns = 9.76
crit_chain = clkdlybuf4s50_1, and2_1, ha_1, inv_1, fa_1, fa_2, fa_1, fa_2, inv_1, fa_2, fa_2, inv_1, fa_1, fa_1, fa_2, fa_2, fa_2, fa_2, fa_2, inv_1, clkdlybuf4s50_1
worst_path_max_delay_cell = fa_2
critPathMaxFanout = 2
arrival_ns = 9.49
crit_family = adder cells
endpoint = m[10]

[layout]
areaGrowthSynthToFinish_pct = 54.19
postLayoutCoreUtil = 0.1344
n_clock_buffer = 0
flop_area_um2 = 0
layout_top_cell_excl_fill_tap = inv_1
drive_gt1_frac = 0.1475
flops = 0
mostFrequentLayoutCells = inv_1, clkdlybuf4s50_1, and2_1, nand2_1, fa_2

[synthesis]
synthesis.area_um2 = 852.1
ys_seq_frac = 0
yosysTopAreaCell = fa_1
yosysWarnings = 1
synthCells = 95
synth.avg_cell_area_um2 = 8.969
top_cell_area_share = 0.5639
topCellsByArea = fa_1, and2_1, inv_1
yosys_area_um2 = 852.1
yosysCellCount = 95
synth.distinct_cells = 6

[grt]
grt_start_max_net_pins = 7
grt_antenna_before_repair = 0
grt-ovfl-total = 0
grt_pass1_vias = 752
gr-usage-all-layers = 0.03132
grt_pass1_wl_mm = 3.726

[power]
power_frac_clock = 0
pwr_density_cell_mw_per_mm2 = 95.05
seqPwrFrac = 0
cellLeakagePower_nw = 0.5428
internal_power_uw = 75.62
p_comb_frac = 1.000
vdd_drop_max_mv = 0.04688
p_switching_uw = 49.25
swShare = 0.3944

[routing]
dr.pass1.iters = 3
routed_via_density = 2.557
num_antenna_cells = 0
drc = 0
vias = 652
wirelength_mm = 2.043
drt_iter0_drc = 15
wl_per_cell_um = 8.012
ant_nets = 0

[status]
status = finished clean

[floorplanning]
core_mm2 = 0.009774
floorplan.rows = 36
ios = 24
chipArea_mm2 = 0.01440
fp_util = 0.08717
die-width_um = 120
die_height_um = 120

[sta]
setup_violations = 0
grt_setup_unrepaired = no
relSlewSlack = 0.8491
post-route-period-util = 0.9778
post-route-min-period_ns = 11.93
worst_pin_slew_ns = 0.2256
final_hold_viol_count = 0
setup_slack_ns = 0.2706
slew_viol_final = 0
max_freq_ghz = 0.08383

[job]
warning_count = 32
timing.max_cap.violations = 0

[cts]
post_cts_buffers = 0

[hold_path]
hold_path_class = in2out

==> synth_stat cells <==
library cell   n
and2_1        18
buf_4          2
fa_1          24
ha_1           6
inv_1         27
nand2_1       18
==> repair_timing <==
action,4_1_cts,5_1_grt
setup endpoints to repair,2,2
hold endpoints to repair,0,0
hold buffers,0,0
resized,3,10
pin swaps,2,6
==> worst min-delay path, stage by stage <==
cell,delay [ns]
clkdlybuf4s50_1,0.42
buf_4,0.16
and2_1,0.15
clkdlybuf4s50_1,0.40
==> cell families (layout without fill, tap and decap cells) <==
logic type / Yosys count / after routing / share of synthesized area
AND/OR/NAND/NOR: 36 / 36 / 0.2115
buffers and inverters: 29 / 56 / 0.1366
adder cells (fa/ha/maj): 30 / 30 / 0.6520
==> per-stage QoR <==
step / power (mW) / cell area (um2) / cells / hold WS, ns / TNS [ns]
detailed placement: 0.1263 / 1281 / 255 / 6.013 / -0.2591
CTS: 0.1302 / 1289 / 255 / 6.018 / 0
finish: 0.1249 / 1314 / 255 / 6.012 / 0
global route: 0.1516 / 1314 / 255 / 6.039 / 0
global placement: 0.1264 / 1281 / 255 / 6.022 / -0.2396
floorplan: 0.05802 / 852.1 / 95 / 4.952 / 0
==> worst min-delay path by stage <==
stage,slack [ns],from,endpoint,cells after the start
6_report,6.01,a[0],m[0],4
5_1_grt,6.04,b[0],m[0],4
4_1_cts,6.02,b[0],m[0],4
==> metal layers <==
| metal | global-route usage | routed length (um) |
|---|---|---|
| met3 | 0.008091 | 146 |
| met1 | 0.04113 | 867 |
| met4 | 0 | 0 |
| met2 | 0.05399 | 1028 |
| met5 | 0 | 0 |
==> final cells by class <==
cell class,count,area [um2]
fillers,1104,8461
inverters,27,101.3
multi-input cells,66,768.2
well taps,133,166.4
repair buffers,29,277.8
==> power by group through the flow <==
stage	registers, mW	clock network [mW]	logic [mW]
6_report	0	0	0.125
5_1_grt	0	0	0.152
4_1_cts	0	0	0.130
No activity file was given, so power comes from the tool's default toggle rates.
